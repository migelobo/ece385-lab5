==> flow/config.mk <==
export PLATFORM = sky130hd
export DESIGN_NAME = tri_state_mux
export DESIGN_NICKNAME = tri_state_mux
export VERILOG_FILES = /design/flow/design.v
export SDC_FILE = /design/flow/constraint.sdc
export NUM_CORES = 4
export LEC_CHECK = 1
export CORE_AREA = 10 10 80 80
export DIE_AREA = 0 0 90 90
==> flow/constraint.sdc <==
current_design tri_state_mux

set clk_period 1.6
set clk_io_pct 0.2

create_clock -name clk0 -period $clk_period

set non_clock_inputs [all_inputs -no_clocks]
set_input_delay [expr $clk_period * $clk_io_pct] -clock clk0 $non_clock_inputs
set_output_delay [expr $clk_period * $clk_io_pct] -clock clk0 [all_outputs]
==> flow/design.v <==
module tri_state_mux(
	input logic  [15:0] GatePC_data, GateMDR_data, GateALU_data, GateMARMUX_data,
	input logic  GatePC, GateMDR, GateALU, GateMARMUX,
	output logic [15:0] bus_data
);
	always_comb
	begin
	if(GatePC)
		bus_data = GatePC_data;
	else if(GateMDR)
		bus_data = GateMDR_data;
	else if(GateALU)
		bus_data = GateALU_data;
	else if(GateMARMUX)
		bus_data = GateMARMUX_data;
	else
		bus_data = 16'hx;
	end
endmodule 
==> flow/run.sh <==
#!/bin/bash
# OpenROAD 26Q1-2900-gdf79404cd8, Yosys 0.63+post, stock flow scripts
make -C /OpenROAD-flow-scripts/flow DESIGN_CONFIG=/design/flow/config.mk WORK_HOME=/design/flow/orfs finish
==> summary.txt <==
status: complete, no violations
Synth Seq Share: 0%
Critical Path AT: 1.21 ns
relative slew slack: 84.38%
DR vias/cell: 3.822
Slowest cell on crit path: bufbuf_16
Area after DPL: 1578 µm²
vias: 860
worst ir drop on vdd: 90.09 µV
Die Span X: 90 µm
YS chip area: 618.1 µm²
drt wl/cell: 15.83 µm
post-layout minimum cycle time: 1.530 ns
post-route DRC violation count: 0
Pre-antenna DRT Iters: 2
critical path class: in -> out
CP Capture Type: output port
slew of the pin with the lowest slew margin: 0.2279 ns
Log Warnings: 33
Hold Crit Class: in -> out
IO Pins: 84
initial DRC count: 8
Antenna Nets Post-Route: 0
total global routing overflow: 0
CP delay by family, top: buffers and inverters
Die Ht: 90 µm
Max Cap Viol: 0
cells in synth_stat.txt: 72
final setup violation count: 0
worst-path fanout max: 12
leading area contributor after synthesis: mux2i_1
first-pass GRT wire length: 5.430 mm
fmax: 0.6535 GHz
Die Size: 8100 µm²
initial antenna violation count: 0
I/O Buffers: 83
Reg area: 0 µm²
worst path cell trace: buf_2 -> bufbuf_16 -> nor2b_1 -> a211oi_2 -> buf_2
top cells, area: mux2i_1 26%, a211oi_2 22%, nor3b_1 19%
post-layout period usage: 95.64%
Max Slew Vio Count: 0
Area leader share: 25.91%
Worst path max stage delay: 0.29 ns
total track usage: 8.150%
Unique masters post-synth: 14
syn avg cell area: 8.585 µm²
routed wire length: 3.561 mm
CP dominant cell by count: buf_2
Ys Warns: 1
startpoint types: input port
area delta synth->final: 159.5%
Mapped Area: 618.1 µm²
DP HPWL: 2.725 mm
vias in the first global route: 942
largest net degree at the start of global routing: 14
Site Rows: 25
CLK BUF: 0
Post-CTS Hold Fix Bufs: 0
post-route design area: 1604 µm²
worst path bufs/invs: 3
top cells by count, synth: 16 x mux2i_1, 16 x nor3b_1, 15 x nor2b_1, 11 x a211oi_2, 4 x a211oi_1
effective utilization at floorplan: 13.09%
Seq Cell Count: 0
layout cell share with drive strength beyond 1: 31.65%
RSZ-0062 raised after global routing: false
P per Cell Area: 241.4 nW/µm²
Post-Synthesis Cells: 72
total power: 387.2 µW
Final GP Congestion: 0.7809
Lkg Pwr: 0.0006172 µW
ANT cells: 0
final tally of hold violations: 0
Post-CTS Setup Inserts: 0
area of the core: 4723 µm²
WP data required: 1.28 ns
-- path summary, 6_finish.rpt --
| check | start | end | slack (ns) | cells after the start |
|---|---|---|---|---|
| worst max-delay path | GatePC | bus_data[3] | 0.07 | 5 |
| worst min-delay path | GateMDR | bus_data[14] | 1.18 | 4 |
-- cell type report --
type / count / area (µm²)
Timing Repair Buffer: 93 / 909.6
Inverter: 1 / 3.754
Multi-Input combinational cell: 64 / 606.8
Tap cell: 67 / 83.83
Fill cell: 506 / 3119
-- cells by family (layout without fill, tap and decap cells) --
group | Yosys count | after routing | share of synthesized area (%)
simple gates | 32 | 32 | 35.63
buf+inv | 8 | 94 | 9.918
compound gates | 16 | 16 | 28.54
mux | 16 | 16 | 25.91
-- layer usage --
layer / vias up / part of all wire (%) / global-route usage (%)
met3: 0 / 4.4 / 1.341
met2: 41 / 49 / 14.77
met5: - / 0 / 0
met4: 0 / 0 / 0
li1: 451 / - / -
met1: 368 / 46 / 10.44
-- worst min-delay path: cells and delay by family --
| kind | cells | cell delay [ns] |
|---|---|---|
| buffers and inverters | 2 | 0.27 |
| AND-OR/OR-AND | 1 | 0.19 |
| AND/OR/NAND/NOR | 1 | 0.08 |
-- per-stage QoR --
stage          TNS, ns  instances  hold WS [ns]  utilization (%)  setup WS (ns)
2_1_floorplan        0         72        0.7169                -         0.4112
3_3_place_gp    -9.587        222         1.577            33.40        -0.6199
3_5_place_dp    -9.428        222         1.576            33.40        -0.6044
4_1_cts              0        225         1.207            34.99       0.001138
5_1_grt              0        225         1.206            33.96        0.01305
6_report             0        225         1.182            33.96        0.06974
-- what timing repair did --
item | CTS | global route
endpoints found under the setup margin | 16 | 11
pin swaps | 4 | 7
cloned | 3 | 0
gates resized | 64 | 11
-- layout by cell type (no fill, tap or decap) --
cell,n
clkdlybuf4s50_1,64
buf_16,1
nor3b_2,9
a211oi_2,11
mux2i_1,16
nor2_4,1
nor3b_1,7
buf_2,9
buf_4,3
bufbuf_16,1
buf_12,4
inv_1,1
a211oi_1,4
nor2b_1,15
a221oi_1,1
clkbuf_2,10
buf_6,1
-- power breakdown --
| part | total (µW) | internal, µW | switching (µW) | leakage, µW |
|---|---|---|---|---|
| logic | 387 | 271 | 116 | 0.000617 |
| clock network | 0 | 0 | 0 | 0 |
| registers | 0 | 0 | 0 | 0 |
Power and IR drop assume default switching activity.
