==> flow/design.v <==
module PC_mux(
	input logic  [1:0] PCMUX,
	input logic  [15:0] PC, bus_data, GateMARMUX_data,
	output logic [15:0] PC_out
);
	logic [15:0] PC_plus;
	assign PC_plus = PC + 1'b1;
	always_comb
	begin
		unique case(PCMUX)
		2'b00: PC_out = PC_plus;
		2'b01: PC_out = 16'hx;	
		2'b10: PC_out = 16'hx; 
		2'b11: PC_out = 16'hx;
		endcase 
	end
endmodule
module PC_reg(
	input logic  Clk, Reset,
	input logic  [15:0] PC_in,
	input logic  LD_PC,
	output logic [15:0] GatePC_data
);
	always_ff @ (posedge Clk)
	begin
		if (Reset)
			GatePC_data <= 'b0;
		else if(LD_PC)
			GatePC_data <= PC_in;
	end
endmodule 
==> flow/run.sh <==
#!/bin/bash
# OpenROAD 26Q1-2900-gdf79404cd8, Yosys 0.63+post, stock flow scripts
make -C /OpenROAD-flow-scripts/flow DESIGN_CONFIG=/design/flow/config.mk WORK_HOME=/design/flow/orfs finish
==> flow/config.mk <==
export PLATFORM = sky130hd
export DESIGN_NAME = PC_mux
export DESIGN_NICKNAME = PC_mux
export VERILOG_FILES = /design/flow/design.v
export SDC_FILE = /design/flow/constraint.sdc
export NUM_CORES = 4
export LEC_CHECK = 1
export CORE_AREA = 10 10 70 70
export DIE_AREA = 0 0 80 80
==> flow/constraint.sdc <==
current_design PC_mux

set clk_period 3.4
set clk_io_pct 0.2

create_clock -name clk0 -period $clk_period

set non_clock_inputs [all_inputs -no_clocks]
set_input_delay [expr $clk_period * $clk_io_pct] -clock clk0 $non_clock_inputs
set_output_delay [expr $clk_period * $clk_io_pct] -clock clk0 [all_outputs]
==> flow_metrics.py <==
# Auto-generated metrics
metrics = {
    "status": {
        "status": "completed",
    },
    "logic_synthesis": {
        "syn_area_per_cell_sq_um": 6.925,
        "netlist_area_sq_um": 297.8,
        "synth.distinct_cells": 13,
        "syn-instance-count": 43,
        "ys_chip_area_sq_um": 297.8,
        "yosysCellCount": 43,
        "ys.warnings.count": 1,
        "synth_sequential_area_ratio_pct": 0,
    },
    "job": {
        "max-cap-violations": 0,
        "openroad.warnings": 66,
    },
    "finish": {
        "flop_area_sq_um": 0,
        "seq_cells": 0,
        "design_area_sq_um": 729.5,
        "multiInputGateArea_sq_um": 306.5,
        "filler_cell_count": 383,
        "finish.utilization_pct": 21.36,
        "clkbuf_count": 0,
        "final_layout_size_suffix_gt1_share_pct": 13.92,
        "area.growth.synth_to_final_pct": 145.0,
    },
    "critical_path": {
        "timing.critical_path.to_type": "output pin",
        "critPathArrivalTime_ns": 2.55,
        "largest_fanout_on_the_critical_path": 5,
        "critPathKind": "input pin to output pin",
        "timing.critical_path.from_type": "input pin",
        "cp.required_ns": 2.72,
    },
    "floorplanning": {
        "dieArea_sq_mm": 0.006400,
        "row_count": 21,
        "core_area_sq_mm": 0.003416,
        "design.portCount": 66,
        "die_w_um": 80,
        "die_h_um": 80,
        "initial_core_util_pct": 8.718,
    },
    "power_and_ir_drop": {
        "worst_ir_drop_vdd_v": 0.00001968,
        "seqPwrFrac_pct": 0,
        "p_per_area_mw_per_mm2": 95.90,
        "sw_frac_of_total_pct": 34.00,
        "net-switching-power_w": 0.00002378,
        "clock_power_share_pct": 0,
        "combPwrFrac_pct": 100.0,
        "cellInternalPower_w": 0.00004617,
        "leakage_nw": 0.2570,
    },
    "timing": {
        "maxSlewViolCount": 0,
        "setup-violations-final": 0,
        "max_slew.worst_pin.slew_ns": 0.2574,
        "finalHoldViolations": 0,
        "relSlewSlack_pct": 82.70,
        "layout_min_cycle_time_ns": 3.232,
        "timing.final.crit_share_pct": 95.05,
        "max_freq_ghz": 0.3094,
    },
    "placed_design": {
        "dp_hpwl_mm": 1.237,
        "count_of_input_and_output_buffers": 32,
        "placed_cell_area_sq_um": 698.2,
        "gp_routability_congestion": 0.8066,
    },
    "global_routing": {
        "grt_first_pass_wirelength_mm": 2.194,
        "globalRouteTotalUtil_pct": 4.179,
        "number_of_antenna_violations_at_the_first_check_in_global_routing": 0,
        "grt_start_max_net_pins": 7,
        "first_global_vias": 429,
        "grt_overflow_total": 0,
    },
    "route": {
        "wire_per_inst_um": 11.22,
        "drt_first_pass_iters": 2,
        "route.detailed.drc": 0,
        "vias": 428,
        "first_iter_violations": 60,
        "via_count_normalized_by_instance_count": 3.424,
        "detail_route.wirelength_mm": 1.402,
        "n_antenna_cell": 0,
        "antenna_violating_nets_post_route": 0,
    },
    "cts": {
        "post_cts_hold_buffer_count": 0,
    },
    "hold_path": {
        "hold_class": "input pin to output pin",
    },
}
## synth_stat cells
| library cell | instances | area [sq um] |
|---|---|---|
| ha_1 | 1 | 12.51 |
| nand2_1 | 4 | 15.01 |
| nand3_1 | 4 | 20.02 |
| xor2_1 | 9 | 78.83 |
| nor4_2 | 1 | 12.51 |
| nor2_1 | 3 | 11.26 |
| nand4_4 | 1 | 21.27 |
| inv_1 | 4 | 15.01 |
| nor4_1 | 3 | 18.77 |
| xnor2_1 | 5 | 43.79 |
| nand4_1 | 3 | 18.77 |
| nand3_2 | 1 | 10.01 |
| nor3_1 | 4 | 20.02 |
## per-stage QoR
stage	TNS, ns	power [W]	hold WS (ns)	setup WS (ns)	cells
after CTS	0	0.00006992	2.310	0.03614	124
after floorplan	0	0.00001296	1.369	1.301	43
after detailed placement	0	0.00006963	2.306	0.04973	124
final	0	0.00006996	2.291	0.1682	125
after global routing	-0.003226	0.00007720	2.354	-0.003226	125
after global placement	0	0.00006918	2.307	0.06007	124
## worst paths after layout
path | endpoint | from | slack, ns | cells after the start
setup / recovery | PC_out[15] | PC[0] | 0.17 | 6
hold / removal | PC_out[15] | PC[15] | 2.29 | 3
## timing repair
item	CTS	global route
gates resized	0	4
setup buffers	0	1
setup endpoints to repair	0	5
## placed cells by master, fill, tap and decap left out
cell             count
clkdlybuf4s50_1     32
inv_1                4
nor2_1               3
nand4_4              1
nand4_1              3
ha_1                 1
nand2_1              4
nand3_2              1
nor4_2               4
xor2_1               9
buf_4                4
nand3_1              4
xnor2_1              5
nor3_1               3
nor3_2               1
## critical path: stages
cell and delay [ns]:
clkdlybuf4s50_1 0.52, buf_4 0.13, nand4_1 0.21, nor4_2 0.36, xor2_1 0.17, clkdlybuf4s50_1 0.48
## cell families (layout without fill, tap and decap cells)
group	count (synthesis)	in the layout	synth area share, %
and+or+nand+nor	24	24	49.58
xor gates and xnor gates	14	14	41.18
buffers and inverters	4	40	5.041
adders and majority gates	1	1	4.201
## power groups by stage
stage / combinational (W) / clock [W] / sequential [W]
after CTS: 0.0000699 / 0 / 0
after global routing: 0.0000772 / 0 / 0
final: 0.0000700 / 0 / 0
## layer usage
metal / vias up / part of all wire (%) / global-route usage [%]
met5: - / 0 / 0
met1: 191 / 42 / 5.208
met3: 0 / 10 / 1.705
met4: 0 / 0 / 0
li1: 224 / - / -
met2: 13 / 48 / 6.982
## cell type report
class	count	share of cell area, %
Inverter	4	2.058
Tap cell	46	7.890
Multi-Input combinational cell	39	42.02
Timing Repair Buffer	36	48.03
Power figures rest on the tool's default switching activity, not on a simulated workload.
